**flow/config.mk**
```make
export PLATFORM = sky130hd
export DESIGN_NAME = fir_filter
export DESIGN_NICKNAME = fir_filter
export VERILOG_FILES = /design/flow/design.v
export SDC_FILE = /design/flow/constraint.sdc
export NUM_CORES = 4
export LEC_CHECK = 1
export CORE_UTILIZATION = 30
```
**flow/constraint.sdc**
```tcl
current_design fir_filter

set clk_period 10.7
set clk_io_pct 0.2

create_clock -name clk0 -period $clk_period [get_ports {clk}]

set non_clock_inputs [all_inputs -no_clocks]
set_input_delay [expr $clk_period * $clk_io_pct] -clock clk0 $non_clock_inputs
set_output_delay [expr $clk_period * $clk_io_pct] -clock clk0 [all_outputs]
```
**flow/design.v**
```verilog
module fir_filter(
    output  [15:0]  d_out,
    input   [15:0]  x,
    input           clk,
    input           reset_n,
    input           valid
    );
    wire    [15:0] b[0:50];
    reg     [5:0] coeff_add;
    reg     [31:0] temp0,temp1,temp2,temp3,temp4,temp5,temp6,temp7,temp8,
        temp9,temp10,temp11,temp12,temp13,temp14,temp15,temp16,temp17,temp18,
        temp19,temp20,temp21,temp22,temp23,temp24,temp25,temp26,temp27,temp28,
        temp29,temp30,temp31,temp32,temp33,temp34,temp35,temp36,temp37,temp38,
        temp39,temp40,temp41,temp42,temp43,temp44,temp45,temp46,temp47,temp48,
        temp49,temp50;
    reg signed [15:0] y;
    reg signed [15:0] z0,z1,z2,z3,z4,z5,z6,z7,z8,z9,z10,z11,z12,z13,z14,z15,
        z16,z17,z18,z19,z20,z21,z22,z23,z24,z25,z26,z27,z28,z29,z30,z31,z32,z33,z34,
        z35,z36,z37,z38,z39,z40,z41,z42,z43,z44,z45,z46,z47,z48,z49,z50;
    assign b[0] =16'hFFE8;
    assign b[1] =16'hFF8E;
    assign b[2] =16'hFFAC;
    assign b[3] =16'hFFA0;
    assign b[4] =16'hFFC2;
    assign b[5] =16'h0002;
    assign b[6] =16'h005F;
    assign b[7] =16'h00C6;
    assign b[8] =16'h0119;
    assign b[9] =16'h013B;
    assign b[10]=16'h010F;
    assign b[11]=16'h0087;
    assign b[12]=16'hFFAB;
    assign b[13]=16'hFE9A;
    assign b[14]=16'hFD8F;
    assign b[15]=16'hFCD4;
    assign b[16]=16'hFCB6;
    assign b[17]=16'hFD76;
    assign b[18]=16'hFF37;
    assign b[19]=16'h01F0;
    assign b[20]=16'h056F;
    assign b[21]=16'h0952;
    assign b[22]=16'h0D1E;
    assign b[23]=16'h104F;
    assign b[24]=16'h126F;
    assign b[25]=16'h132E;
    assign b[26]=16'h126F;
    assign b[27]=16'h104F;
    assign b[28]=16'h0D1E;
    assign b[29]=16'h0952;
    assign b[30]=16'h056F;
    assign b[31]=16'h01F0;
    assign b[32]=16'hFF37;
    assign b[33]=16'hFD76;
    assign b[34]=16'hFCB6;
    assign b[35]=16'hFCD4;
    assign b[36]=16'hFD8F;
    assign b[37]=16'hFE9A;
    assign b[38]=16'hFFAB;
    assign b[39]=16'h0087;
    assign b[40]=16'h010F;
    assign b[41]=16'h013B;
    assign b[42]=16'h0119;
    assign b[43]=16'h00C6;
    assign b[44]=16'h005F;
    assign b[45]=16'h0002;
    assign b[46]=16'hFFC2;
    assign b[47]=16'hFFA0;
    assign b[48]=16'hFFAC;
    assign b[49]=16'hFF8E;
    assign b[50]=16'hFFE8;
    always @ (posedge clk or negedge reset_n)
    begin
        if(~reset_n)
            coeff_add<=6'd0;
        else if(coeff_add==6'd50)
            coeff_add<=6'd1;
        else if(valid)
            coeff_add<=coeff_add + 1'd1;
    end
    always @ (posedge clk or negedge reset_n)
    begin
        if(~reset_n) begin                
            temp0<=16'd0;temp1<=16'd0;temp2<=16'd0;temp3<=16'd0;temp4<=16'd0;
            temp5<=16'd0;temp6<=16'd0;temp7<=16'd0;temp8<=16'd0;temp9<=16'd0;
            temp10<=16'd0;temp11<=16'd0;temp12<=16'd0;temp13<=16'd0;temp14<=16'd0;
            temp15<=16'd0;temp16<=16'd0;temp17<=16'd0;temp18<=16'd0;temp19<=16'd0;
            temp20<=16'd0;temp21<=16'd0;temp22<=16'd0;temp23<=16'd0;temp24<=16'd0;
            temp25<=16'd0;temp26<=16'd0;temp27<=16'd0;temp28<=16'd0;temp29<=16'd0;
            temp30<=16'd0;temp31<=16'd0;temp32<=16'd0;temp33<=16'd0;temp34<=16'd0;
            temp35<=16'd0;
            temp36<=16'd0;temp37<=16'd0;temp38<=16'd0;temp39<=16'd0;temp40<=16'd0;
            temp41<=16'd0;temp42<=16'd0;temp43<=16'd0;temp44<=16'd0;temp45<=16'd0;
            temp46<=16'd0;temp47<=16'd0;
            temp48<=16'd0;temp49<=16'd0;temp50<=16'd0;
            y<=16'd0;
            z0<=16'd0;z1<=16'd0;z2<=16'd0;z3<=16'd0;z4<=16'd0;z5<=16'd0;
            z6<=16'd0;z7<=16'd0;z8<=16'd0;z9<=16'd0;z10<=16'd0;z11<=16'd0;
            z12<=16'd0;z13<=16'd0;z14<=16'd0;z15<=16'd0;z16<=16'd0;z17<=16'd0;
            z18<=16'd0;
            z19<=16'd0;
            z20<=16'd0;
            z21<=16'd0;
            z22<=16'd0;z23<=16'd0<=16'd0;
            z24<=16'd0;z25<=16'd0;z26<=16'd0;z27<=16'd0;z28<=16'd0;z29<=16'd0;
            z30<=16'd0;
            z31<=16'd0;z32<=16'd0;z33<=16'd0;
            z34<=16'd0;
            z35<=16'd0;z36<=16'd0;
            z37<=16'd0;z38<=16'd0;
            z39<=16'd0;z40<=16'd0;z41<=16'd0;z42<=16'd0;
            z43<=16'd0;z44<=16'd0;z45<=16'd0;z46<=16'd0;z47<=16'd0;z48<=16'd0;
            z49<=16'd0;
            z50<=16'd0;
        end
        else if(valid)
        begin
            z0<=x;z1<=z0;z2<=z1;z3<=z2;z4<=z3;z5<=z4;z6<=z5;
            z7<=z6;z8<=z7;z9<=z8;z10<=z9;z11<=z10;z12<=z11;
            z13<=z12;z14<=z13;z15<=z14;
            z16<=z15;z17<=z16;z18<=z17;
            z19<=z18;z20<=z19;z21<=z20;
            z22<=z21;z23<=z22;
            z24<=z23;z25<=z24;z26<=z25;z27<=z26;
            z28<=z27;z29<=z28;
            z30<=z29;z31<=z30;z32<=z31;
            z33<=z32;z34<=z33;z35<=z34;
            z36<=z35;z37<=z36;z38<=z37;
            z39<=z38;z40<=z39;z41<=z40;z42<=z41;
            z43<=z42;z44<=z43;z45<=z44;
            z46<=z45;z47<=z46;z48<=z47;z49<=z48;z50<=z49; temp0<=z0 * b[0];
            temp1<=z1 * b[1];
            temp2<=z2 * b[2];
            temp3<=z3 * b[3];
            temp4<=z4 * b[4];
            temp5<=z5 * b[5];
            temp6<=z6 * b[6];
            temp7<=z7 * b[7];
            temp8<=z8 * b[8];
            temp9<=z9 * b[9];
            temp10<=z10 * b[10];
            temp11<=z11 * b[11];
            temp12<=z12 * b[12];
            temp13<=z13 * b[13];
            temp14<=z14 * b[14];
            temp15<=z15 * b[15];
            temp16<=z16 * b[16];
            temp17<=z17 * b[17];
            temp18<=z18 * b[18];
            temp19<=z19 * b[19];
            temp20<=z20 * b[20];
            temp21<=z21 * b[21];
            temp22<=z22 * b[22];
            temp23<=z23 * b[23];
            temp24<=z24 * b[24];
            temp25<=z25 * b[25];
            temp26<=z26 * b[26];
            temp27<=z27 * b[27];
            temp28<=z28 * b[28];
            temp29<=z29 * b[29];
            temp30<=z30 * b[30];
            temp31<=z31 * b[31];
            temp32<=z32 * b[32];
            temp33<=z33 * b[33];
            temp34<=z34 * b[34];
            temp35<=z35 * b[35];
            temp36<=z36 * b[36];
            temp37<=z37 * b[37];
            temp38<=z38 * b[38];
            temp39<=z39 * b[39];
            temp40<=z40 * b[40];
            temp41<=z41 * b[41];
            temp42<=z42 * b[42];
            temp43<=z43 * b[43];
            temp44<=z44 * b[44];
            temp45<=z45 * b[45];
            temp46<=z46 * b[46];
            temp47<=z47 * b[47];
            temp48<=z48 * b[48];
            temp49<=z49 * b[49];
            temp50<=z50 * b[50];
            y<=temp0[30:15] + temp1[30:15] + temp2[30:15] +temp3[30:15] + temp4[30:15] + temp5 [30:15] + temp6[30:15] + temp7[30:15] +
            temp8[30:15] + temp9[30:15] + temp10 [30:15] + temp11[30:15] + temp12[30:15] + temp13[30:15] + temp14[30:15] + temp15 [30:15] + temp16[30:15] + temp17[30:15] + temp18[30:15] +
            temp19[30:15] + temp20 [30:15] + temp21[30:15] + temp22[30:15] + temp23[30:15] + temp24[30:15] + temp25 [30:15] + temp26[30:15] + temp27[30:15] + temp28[30:15] + temp29[30:15] + temp30 [30:15] + temp31[30:15] + temp32[30:15] +
            temp33[30:15] + temp34[30:15] + temp35 [30:15] + temp36[30:15] + temp37[30:15] + temp38[30:15] + temp39[30:15] + temp40 [30:15] + temp41 [30:15] + temp42[30:15] + temp43[30:15] + temp44[30:15] + temp45 [30:15] + temp46[30:15] + temp47[30:15] + temp48[30:15] + temp49[30:15] + temp50 [30:15];
        end
    end
    assign d_out=y;
endmodule 
```
**flow/run.sh**
```bash
#!/bin/bash
# OpenROAD 26Q1-2900-gdf79404cd8, Yosys 0.63+post, stock flow scripts
make -C /OpenROAD-flow-scripts/flow DESIGN_CONFIG=/design/flow/config.mk WORK_HOME=/design/flow/orfs finish
```
==> impl_metrics.env <==
# implementation run metrics
export IMPL_post_cts_buffers=0
export IMPL_grt_pass1_wl_mm=898
export IMPL_worst_endpoint_arrival_ns=8.83
export IMPL_ys_seq_share_pct=16.2
export IMPL_clock_sinks=1494
export IMPL_placedCellCount=31100
export IMPL_synth_cell_types=91
export IMPL_synth_warnings=1
export IMPL_warnings=180
export IMPL_fmax_mhz=126
export IMPL_fin_worst_skew_ns=0.0876
export IMPL_pre_cts_ws_ns=2.72
export IMPL_finalCritPeriodShare_pct=74.4
export IMPL_hold_viol_final=0
export IMPL_grt_overflow=0
export IMPL_drt_pass1_iterations=5
export IMPL_cts_root_buf="clkbuf_16"
export IMPL_timing_final_crit_period_ns=7.96
export IMPL_grt_max_degree=132
export IMPL_die_width_um=880
export IMPL_boundaryPins=35
export IMPL_syn_area_um2=231000
export IMPL_ys_flop_type="dfrtp_1"
export IMPL_routed_wl_mm=555
export IMPL_setup_tns_ns=0
export IMPL_htreeDepth=4
export IMPL_track_usage_pct=15.6
export IMPL_synth_area_top_cells="fa_1 36%, ha_1 22%, dfrtp_1 16%"
export IMPL_area_growth_pct=8.72
export IMPL_rows=322
export IMPL_path_max_fanout=6
export IMPL_die_area_um2=774000
export IMPL_synth_flops=1494
export IMPL_clockBufferDepth=4
export IMPL_edf_count=0
export IMPL_startpoint_type="register"
export IMPL_tightestPinTransition_ns=1.00
export IMPL_viasPerCell=4.43
export IMPL_slew_headroom_pct=32.6
export IMPL_route_detailed_drc=0
export IMPL_cts_tree="yes"
export IMPL_clk_latency_ns=0.98
export IMPL_critPathCaptureType="register"
export IMPL_path_clk_slew_ns=0.06
export IMPL_cts_buffers=193
export IMPL_antenna_found_initial=20
export IMPL_worstPathRequired_ns=11.56
export IMPL_status="finished clean"
export IMPL_synthArstFlopShare_pct=100
export IMPL_finalMaxSlewViolations=0
export IMPL_worstSetupPathType="reg -> reg"
export IMPL_critPathSlowestCell="fa_1"
export IMPL_yosysTopAreaCellShare_pct=36.1
export IMPL_antenna_left=0
export IMPL_numPortBuffers=34
export IMPL_wl_per_cell_um=17.6
export IMPL_vias=139000
export IMPL_min_path_type="reg -> reg"
export IMPL_drt_iter0_drc=4926
export IMPL_holdWs_ns=0.476
export IMPL_core_um2=768000
export IMPL_die_h_um=880
export IMPL_holdBufCountCts=0
export IMPL_cpPeakStageDelay_ns=0.57
export IMPL_max_cap_viol_count=0
export IMPL_dpl_hpwl_mm=479
export IMPL_timing_final_ws_setup_ns=2.74
export IMPL_yosys_stat_area_um2=231000
export IMPL_rsz0062_at_grt="false"
export IMPL_top_area_cell="fa_1"
export IMPL_post_cts_resized=0
export IMPL_setup_violations=0
export IMPL_ys_cells=20900
export IMPL_gp_congestion=0.952
export IMPL_synth_area_per_cell_um2=11.0
export IMPL_fillers=76200
export IMPL_drive_gt1_share_pct=6.81
export IMPL_final_cells=31500
export IMPL_cpMostUsedCell="fa_1"
export IMPL_syn_inst=20900
export IMPL_grt_pass1_vias=155000
export IMPL_floorplan_core_util_pct=30.1
## layout by cell type, fill, tap and decap left out, drive strengths merged, types with 26 or more instances in the layout
master	count
xor2	210
mux2i	59
nand2	586
a21o	190
nand4	46
ha	4112
clkdlybuf4s50	32
buf	146
a211oi	54
o211ai	40
clkbuf	246
nand2b	53
mux2	882
o21bai	43
and3	62
nand3	122
or3	57
dfrtp	1493
xnor2	515
and2	29
a31oi	56
o21ai	608
o21a	86
inv	5835
nor2b	89
fa	4168
clkinv	54
nor2	365
a21oi	424
o31ai	55
a31o	26
nor3	138
## state kept, by name, indices dropped and copies added, names as in the netlist, 17 cells and up
signal,cells
temp12,17
temp36,17
temp14,17
temp32,17
## final timing paths
path	from	cells past startpoint	to	slack (ns)
min in group asynchronous	reset_n	1	z22[15]$_DFFE_PN0P_	1.15
min reg2reg	temp39[20]$_DFFE_PN0P_	1	temp39[20]$_DFFE_PN0P_	0.48
max reg2reg	z6[15]$_DFFE_PN0P_	29	y[13]$_DFFE_PN0P_	2.74
max	z6[15]$_DFFE_PN0P_	29	y[13]$_DFFE_PN0P_	2.74
max in group asynchronous	reset_n	4	z16[3]$_DFFE_PN0P_	7.04
min	temp39[20]$_DFFE_PN0P_	1	temp39[20]$_DFFE_PN0P_	0.48
## through the flow
step / cell area [um^2] / utilization, %
6_report: 251000 / 32.7
5_1_grt: 251000 / 32.7
4_1_cts: 251000 / 32.7
3_5_place_dp: 245000 / 31.8
3_3_place_gp: 245000 / 31.8
2_1_floorplan: 231000 / -
## layout make-up
| cell class | count | area [um^2] | share of cell area [%] |
|---|---|---|---|
| Antenna cell | 10 | 25.0 | 0.00996 |
| Inverter | 5819 | 21800 | 8.70 |
| Timing Repair Buffer | 178 | 1560 | 0.620 |
| Multi-Input combinational cell | 13400 | 171000 | 68.1 |
| Tap cell | 10200 | 12800 | 5.08 |
| Clock buffer | 246 | 5290 | 2.11 |
| Clock inverter | 108 | 1340 | 0.533 |
| Sequential cell | 1494 | 37400 | 14.9 |
## cell families (layout without fill, tap and decap cells)
kind of cell | after synthesis | in the layout | share of synthesized area (%)
and+or+nand+nor | 1645 | 1645 | 3.34
buffers and inverters | 6048 | 6351 | 9.82
xor gates and xnor gates | 725 | 725 | 2.75
muxes | 941 | 941 | 4.55
AOI/OAI and AO/OA | 1812 | 1812 | 4.98
adders and majority gates | 8280 | 8280 | 58.4
DFF | 1494 | 1494 | 16.2
other | 0 | 10 | 0
## synthesized netlist by cell type, drive strengths merged, types with 29 or more instances
library cell     n
mux2           882
nand2          586
o21bai          43
xor2           210
o31ai           55
o21ai          608
nand2b          53
xnor2          515
dfrtp         1493
o21a            86
a21oi          424
nor2           365
clkbuf         213
nor3           138
and2            29
a211oi          54
nor2b           89
nand4           46
fa            4168
o211ai          40
a31oi           56
nand3          122
mux2i           59
inv           5819
a21o           190
and3            62
ha            4112
or3             57
## layer usage
metal	track usage (%)	vias up	share of wire [%]	routed length (um)
met5	0	-	0.0087	48
met4	3.93	8	3.5	19500
met3	6.96	630	10	55200
met2	24.5	2855	46	257000
met1	20.3	70000	40	223000
li1	-	65900	-	-
## worst max-delay path, delay by kind of cell (launching register included)
| family | cells | cell delay [ns] |
|---|---|---|
| fa+ha+maj | 11 | 5.09 |
| compound gates | 6 | 1.08 |
| buf+inv | 8 | 0.70 |
| flops | 1 | 0.42 |
| mux | 1 | 0.26 |
| simple gates | 2 | 0.19 |
| xor+xnor | 1 | 0.13 |
